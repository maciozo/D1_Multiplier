==> flow/config.mk <==
export PLATFORM = sky130hd
export DESIGN_NAME = sequencer
export DESIGN_NICKNAME = sequencer
export VERILOG_FILES = /design/flow/design.v
export SDC_FILE = /design/flow/constraint.sdc
export NUM_CORES = 4
export LEC_CHECK = 1
export CORE_AREA = 10 10 70 70
export DIE_AREA = 0 0 80 80
==> flow/constraint.sdc <==
current_design sequencer

set clk_period 1.0
set clk_io_pct 0.2

create_clock -name clk0 -period $clk_period [get_ports {clk}]

set non_clock_inputs [all_inputs -no_clocks]
set_input_delay [expr $clk_period * $clk_io_pct] -clock clk0 $non_clock_inputs
set_output_delay [expr $clk_period * $clk_io_pct] -clock clk0 [all_outputs]
==> flow/design.v <==
`timescale 1ns/1ps
module sequencer(   input logic clk,
                    input logic[16:0] register,
                    input logic n_reset,
                    input logic START,
                    input logic[3:0] count,
                    output logic ADD,
                    output logic SHIFT,
                    output logic RESET,
                    output logic DECREMENT,
                    output logic READY);
    typedef enum logic[2:0] {stIdle, stAdd, stShift, stStop} state;
    state stCurrent, stNext;
    initial
    begin
        $dumpfile("sequencer_tb.vcd");
        $dumpvars(0, stCurrent, stNext);
    end
    always @(posedge clk, negedge n_reset)
    begin
        if (!n_reset)
        begin
            stCurrent <= stIdle;
        end
        else
        begin
            stCurrent <= stNext;
        end
    end
    always @(*)
    begin
        #1ps;
        case (stCurrent)
            stIdle: begin
                RESET = 1;
                SHIFT = 0;
                ADD = 0;
                DECREMENT = 0;
                READY = 0;
                if (START) begin
                    stNext = stIdle;
                end
                else begin
                    stNext = stAdd;
                end
            end
            stAdd: begin
                RESET = 0;
                SHIFT = 1;
                DECREMENT = 1;
                READY = 0;
				if (register[0]) begin
					ADD = 1;
				end
				else begin
					ADD = 0;
				end
				if (count > 0) begin
					stNext = stAdd;
				end
				else begin
					stNext = stStop;
				end
            end
            stStop: begin
                RESET = 0;
                SHIFT = 0;
                DECREMENT = 0;
                ADD = 0;
                READY = 1;
                if (!START) begin
                    stNext = stIdle;
                end
                else begin
                    stNext = stStop;
                end
            end
            default: begin
                RESET = 0;
                SHIFT = 0;
                ADD = 0;
                DECREMENT = 0;
                READY = 0;
                stNext = stIdle;
            end
        endcase
    end
endmodule
==> flow/run.sh <==
#!/bin/bash
# OpenROAD 26Q1-2900-gdf79404cd8, Yosys 0.63+post, stock flow scripts
make -C /OpenROAD-flow-scripts/flow DESIGN_CONFIG=/design/flow/config.mk WORK_HOME=/design/flow/orfs finish
==> impl_metrics.json <==
{
  "fp.dieH_um": 80,
  "yosysUniqueCellTypes": 9,
  "die_w_um": 80,
  "clk_pin_slew_ps": 40,
  "post-route-period-util": 1.05,
  "htree_levels": 1,
  "r2r_slack_ps": 90,
  "ys_seq_share": 0.560,
  "synth_top_flop_cell": "dfrtp_1",
  "warning_count": 43,
  "synth-simple-area-share": 0.138,
  "worst_pin_slew_ps": 234,
  "async_flop_share": 1.00,
  "num_rows": 21,
  "antenna_found_initial": 0,
  "ir_worst_vdd_v": 0.000198,
  "synthTopCellsByArea": "dfrtp_1 37%, dfstp_2 19%, nor4_2 9.2%",
  "slew_viol_final": 0,
  "ys_cells": 11,
  "hpwlAfterDp_um": 421,
  "endpoint": "ADD",
  "setup_viol": 4,
  "grt_start_max_net_pins": 4,
  "ff2ff_path_depth": 3,
  "fmax_mhz": 951,
  "critPathKind": "register to output pin",
  "grt_use_total": 0.0174,
  "drtIter0Drc": 9,
  "core_um2": 3420,
  "vias": 158,
  "grt_pass1_vias": 182,
  "mappedNetlistArea_um2": 136,
  "chipArea_um2": 6400,
  "gr-total-overflow": 0,
  "mux_share": 0.0826,
  "xor_share": 0,
  "violations": "setup timing",
  "finalWirelength_um": 533,
  "cts.sinks": 3,
  "ant_nets": 0,
  "yosys-top-cells-count": "2 x dfrtp_1, 2 x inv_1",
  "root_buffer": "clkbuf_4",
  "route.detailed.drc": 0,
  "cts_made_buffers": 3,
  "fp_util": 0.0399,
  "yosysTopAreaCellShare": 0.367,
  "worstPathRequired_ps": 800,
  "fin_hold_ws_ps": 146,
  "gp_congestion": 0.750,
  "cp.arrival_ps": 850,
  "ys_sh_aoi": 0.110,
  "max_cap_violations": 0,
  "yosys-stat-area_um2": 136,
  "rsz0062_at_grt": "yes",
  "cts_buffer_depth": 2,
  "dr.pass1.iters": 2,
  "enable_flop_cells": 0,
  "cts_hold_buffers": 0,
  "hold_viol_final": 0,
  "syn_to_final_growth_pct": 172,
  "layout_setup_ws_ps": -51.9,
  "status": "finished with violations",
  "cts_tree": "yes",
  "port_buffers": 12,
  "vias_per_cell": 2.05,
  "slew_headroom": 0.843,
  "cp-start-kind": "register",
  "cp-startpoint": "stCurrent[1]",
  "ys_top_logic_family": "simple AND/OR/NAND/NOR gates",
  "yosys.area.top_type": "dfrtp_1",
  "total_power_uw": 557,
  "hp-class": "input pin to async pin",
  "drive_gt1_frac": 0.500,
  "reg2reg_from": "stCurrent[1]",
  "fin_crit_ps": 1050,
  "power_leakage_uw": 0.000159,
  "clock_latency_ps": 230,
  "n_fill_cell": 402,
  "syn-mean-instance-area_um2": 12.4,
  "ios": 29,
  "p_per_area_nw_per_um2": 1500,
  "syn_inst": 11,
  "grt_pass1_wl_um": 821,
  "end_kind": "output pin",
  "finalClockSkew_ps": 1.79,
  "ys_warn_count": 3,
  "fa_ha_area_frac": 0,
  "synth-seq-cells": 3,
  "r2r_end": "stCurrent[2]",
  "wl_per_cell_um": 6.92,
  "worstPathMaxFanout": 2
}
==> power breakdown <==
group          switching (uW)  internal (uW)
Combinational            51.0            141
Sequential               11.6            142
Clock                    62.2            150
Total                     125            432
==> metal layers <==
layer,vias up,part of all wire,global-route usage
met5,-,0,0
met4,0,0,0.00704
met3,0,0.24,0.0227
met2,12,0.30,0.0185
met1,67,0.46,0.0186
li1,79,-,-
==> worst min path at each step <==
stage     cells after the start      endpoint     from  slack [ps]
4_1_cts                       1  stCurrent[2]  n_reset         140
5_1_grt                       1  stCurrent[1]  n_reset         150
6_report                      1  stCurrent[2]  n_reset         150
==> area by class of cell <==
class | count | area, um2 | area share
Inverter | 2 | 7.51 | 0.0202
Antenna cell | 1 | 2.50 | 0.00673
Clock buffer | 4 | 26.3 | 0.0707
Timing Repair Buffer | 16 | 148 | 0.397
Multi-Input combinational cell | 5 | 53.8 | 0.145
Sequential cell | 3 | 76.3 | 0.205
Tap cell | 46 | 57.6 | 0.155
==> cells in the final DEF, fill, tap and decap left out <==
cell type and count:
and2_1 1, dfstp_2 1, clkbuf_4 3, buf_4 2, dfrtp_1 2, buf_6 4, a22o_1 1, clkbuf_2 1
mux2_2 1, diode_2 1, o22ai_1 1, nor4_4 1, inv_1 2, clkbuf_1 1, buf_2 2, clkdlybuf4s50_1 6
dlymetal6s2s_1 1
==> stage by stage <==
stage	std cells	setup TNS [ps]	setup WS, ps	utilization	area [um2]
2_1_floorplan	11	0	256	-	136
3_3_place_gp	71	-1290	-424	0.0963	329
3_5_place_dp	71	-1320	-420	0.0963	329
4_1_cts	77	-242	-83.7	0.112	383
5_1_grt	76	-345	-108	0.108	369
6_report	77	-166	-51.9	0.109	372
==> cell families (layout without fill, tap and decap cells) <==
family | after synthesis | count (layout)
multiplexers | 1 | 1
AND-OR/OR-AND | 2 | 2
AND/OR/NAND/NOR | 2 | 2
flip-flops | 3 | 3
buffers and inverters | 3 | 22
other | 0 | 1
==> worst max-delay path, cell delays in order (launching register included) <==
cell,delay [ps]
dfrtp_1,380
and2_1,140
buf_2,100
==> repair_timing <==
action,4_1_cts,5_1_grt
pin swaps,2,4
buffers inserted,2,0
endpoints found under the setup margin,6,7
resized,20,2
Power is estimated from default activity; no workload was simulated.
