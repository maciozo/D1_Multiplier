File: flow/constraint.sdc
current_design slowClock

set clk_period 3.0
set clk_io_pct 0.2

create_clock -name clk0 -period $clk_period [get_ports {hwClock}]

set non_clock_inputs [all_inputs -no_clocks]
set_input_delay [expr $clk_period * $clk_io_pct] -clock clk0 $non_clock_inputs
set_output_delay [expr $clk_period * $clk_io_pct] -clock clk0 [all_outputs]
File: flow/run.sh
#!/bin/bash
# OpenROAD 26Q1-2900-gdf79404cd8, Yosys 0.63+post, stock flow scripts
make -C /OpenROAD-flow-scripts/flow DESIGN_CONFIG=/design/flow/config.mk WORK_HOME=/design/flow/orfs finish
File: flow/config.mk
export PLATFORM = sky130hd
export DESIGN_NAME = slowClock
export DESIGN_NICKNAME = slowClock
export VERILOG_FILES = /design/flow/design.v
export SDC_FILE = /design/flow/constraint.sdc
export NUM_CORES = 4
export LEC_CHECK = 1
export CORE_AREA = 10 10 74 74
export DIE_AREA = 0 0 84 84
File: flow/design.v
module slowClock(   input logic hwClock,
                    output logic clk);
    logic[20 - 1:0] count = 0;
    always @(posedge hwClock)
    begin
        count <= count + 1;
    end
    assign clk = count[20 - 1];
endmodule
==> impl_metrics.ini <==
; flow metrics
[yosys]
netlist_instances = 70
synth.most_common_cell = dfxtp_1
edf_count = 0
synth_seq_share = 0.5289
top_cell_area_share = 0.5289
synthDistinctLibCells = 16
synth_area_um2 = 757.0
yosys_cells = 70
avgSynthCellArea_um2 = 10.81
ys_async_sr_fraction = 0
synth_flops = 20
ff_type = dfxtp_1
ys_area_um2 = 757.0
yosys_warnings = 1
yosysTopAreaCell = dfxtp_1
yosys-top-cells-count = dfxtp_1, xnor2_1, xor2_1
area_leaders = dfxtp_1, xnor2_1, xor2_1

[outcome]
outcome = finished clean

[placement]
place_congestion = 0.7655
portBuffers = 1
hpwlAfterDp_um = 734.8

[clocking]
cts_setup_buffers = 0
cts_tree = done
cts_resized = 0
clock_sinks = 20
cts_root_buf = clkbuf_8
clock_path_buffers = 2
cts-hold-fix-buffers = 0
ctsHtreeMaxLevel = 1
insertion_delay_ns = 0.25
path_clk_slew_ns = 0.07
cts_buffers = 3

[final_layout]
reg_top3 = count: 20 flops
largest_register_ffs = 20
fillers = 422
layout-drive-gt1-share = 0.09333
area_delta_synth_final_pct = 16.86
post-route-util = 0.2227
top_register = count
regArea_um2 = 400.4
logic_area_um2 = 349.1

[detailed_routing]
dr.pass1.iters = 4
wl_per_cell_um = 7.792
drtIter0Drc = 39
insertedDiodeCount = 0
vias_per_cell = 3.608
drt_drc_violations_left = 0
vias = 451
wirelength_um = 974
drtAntennaViolNets = 0

[sta]
relSlewSlack = 0.7954
fin_crit_ns = 1.671
rsz0062_at_grt = no
drv_slew = 0
clock.fmax_mhz = 598.3
finalSetupViolations = 0
fin_worst_skew_ns = 0.003331
hold_viol_final = 0
tightest_slew_ns = 0.3041
tns_ns = 0
fin_crit_sh = 0.5571

[global_routing]
grt-ovfl-total = 0
grt_usage = 0.02946
antenna_found_initial = 0
first_global_vias = 418
grt_pass1_wl_um = 1828
grt_max_degree = 12

[worst_setup_path]
crit_type = reg2out
path_cells = clkdlybuf4s50_1
required_ns = 2.40
critPathBufInv = 1
start_kind = flip-flop
crit_arrival_ns = 1.07
critical_path.max_stage_delay_ns = 0.47
cp_max_fo = 2
crit_path_top_delay_cell = clkdlybuf4s50_1
cp_top_family = buffers and inverters
end_kind = primary output

[power]
leakage_nw = 0.3440
p_total_uw = 462.3
ir_drop_uv = 270.6
pwr_density_cell_nw_per_um2 = 522.6

[die]
num_rows = 23
fp.coreArea_um2 = 3971
dieArea_um2 = 7056
io_pins = 2
core_util_floorplan = 0.1906
dieWidth_um = 84
fp.dieH_um = 84

[flow_run]
warnings = 25
drv_cap = 0

[min_path]
holdCritPathClass = reg2reg
==> final timing paths <==
kind	from	to	slack, ns	cells after the start
setup / recovery	count[19]$_DFF_P_	clk	1.33	1
hold / removal	count[0]$_DFF_P_	count[0]$_DFF_P_	0.45	1
setup reg to reg	count[0]$_DFF_P_	count[14]$_DFF_P_	1.49	5
hold reg to reg	count[0]$_DFF_P_	count[0]$_DFF_P_	0.45	1
==> logic make-up after synthesis <==
family	synth area share
and+or+nand+nor	0.2364
DFF	0.5289
xor gates and xnor gates	0.2083
buffers and inverters	0.009921
adders and majority gates	0.01653
==> stage by stage <==
step | area (um^2) | worst slack, ns | instances | hold slack, ns
2_1_floorplan | 757.0 | 1.621 | 70 | 0.4128
3_3_place_gp | 829.5 | 1.553 | 121 | 0.4232
3_5_place_dp | 829.5 | 1.493 | 121 | 0.4400
4_1_cts | 884.6 | 1.308 | 125 | 0.4560
5_1_grt | 884.6 | 1.276 | 125 | 0.4820
6_report | 884.6 | 1.329 | 125 | 0.4486
==> layout make-up <==
type,instances,share of cell area
inverters,2,0.008487
multi-input cells,48,0.3946
repair buffers,1,0.01132
well taps,50,0.07072
flip-flops and latches,20,0.4526
clock buffers,4,0.06223
==> routing by layer <==
metal,up-vias,share of wire,global-route usage
li1,243,-,-
met1,200,0.55,0.04138
met2,6,0.38,0.03833
met3,2,0.062,0.01673
met4,0,0.012,0.004566
met5,-,0,0
==> cells in the final DEF (no fill, tap or decap), types with 2 or more instances in the layout <==
master / netlist / final
and3_1: 2 / 2
clkbuf_8: 0 / 4
dfxtp_1: 20 / 20
inv_1: 2 / 2
nand2_1: 7 / 7
nand3_1: 6 / 6
nand4_1: 3 / 3
nor2_1: 5 / 5
xnor2_1: 9 / 9
xor2_1: 9 / 9
==> report_power, final <==
| part | total [mW] | internal (mW) | switching [mW] |
|---|---|---|---|
| logic | 0.000000154 | 0 | 0 |
| registers | 0.265 | 0.265 | 0 |
| clock network | 0.197 | 0.117 | 0.0804 |
| total | 0.462 | 0.382 | 0.0804 |
