File: ./design.v
`timescale 1ns/1ps
module regs(input logic clk, 
            input logic n_reset,
            input logic ADD,
            input logic SHIFT,
            input logic RESET,
            input logic[7:0] sum,
            input logic[7:0] multiplier,
            input logic carry,
            output logic[16:0] register);
    always @(posedge clk, negedge n_reset) begin
        if (!n_reset) begin
            register <= 0;
        end
        else if (RESET) begin
            register <= {9'b0, multiplier};
        end
        else if (ADD & !SHIFT) begin
            register[16:8] <= {carry, sum};
        end
        else if (SHIFT & !ADD) begin
            register <= {1'b0, register[16:1]};
        end
		else if (SHIFT & ADD) begin
            register <= {1'b0, carry, sum, register[7:1]};
        end
        else begin
            register <= register;
        end
    end
endmodule
File: ./run.sh
#!/bin/bash
# OpenROAD 26Q1-2900-gdf79404cd8, Yosys 0.63+post, stock flow scripts
make -C /OpenROAD-flow-scripts/flow DESIGN_CONFIG=/design/flow/config.mk WORK_HOME=/design/flow/orfs finish
File: ./config.mk
export PLATFORM = sky130hd
export DESIGN_NAME = regs
export DESIGN_NICKNAME = regs
export VERILOG_FILES = /design/flow/design.v
export SDC_FILE = /design/flow/constraint.sdc
export NUM_CORES = 4
export LEC_CHECK = 1
export CORE_AREA = 10 10 100 100
export DIE_AREA = 0 0 110 110
File: ./constraint.sdc
current_design regs

set clk_period 1.0
set clk_io_pct 0.2

create_clock -name clk0 -period $clk_period [get_ports {clk}]

set non_clock_inputs [all_inputs -no_clocks]
set_input_delay [expr $clk_period * $clk_io_pct] -clock clk0 $non_clock_inputs
set_output_delay [expr $clk_period * $clk_io_pct] -clock clk0 [all_outputs]
==> run_results.csv <==
group,metric,value,unit
clock_tree,hold_buffers,0,
clock_tree,clk_pin_slew,0.07,ns
status,status,"complete, no violations",
final_layout,drive_above_1_share,0.316,
sta,setup_viol,0,
routing,num_antenna_cells,0,
placement,dp.final_hpwl,2260,microns
setup_path,crit_type,"register to output port",
clock_tree,htreeDepth,1,
floorplanning,fp_util,0.113,
setup_path,r2r_slack,0.08,ns
setup_path,critPathRequiredTime,0.80,ns
global_route,gr-usage-met2,0.0677,
setup_path,reg2reg_to,"register[7]",
final_layout,top_regs,"register x17",
floorplanning,io_pins,39,
floorplanning,rows,32,
placement,dpl_cell_area,1510,sq um
flow_run,warnings,26,
global_route,met3_usage,0.0329,
final_layout,largest_reg_flops,17,
floorplanning,die-area,12100,sq um
power,leakagePower,0.000729,uW
global_route,antenna_found_initial,0,
clock_tree,cts_tree,"done",
setup_path,critPathLaunchType,"register",
routing,vias,775,
global_route,track_usage,0.0494,
global_route,grt_overflow,0,
global_route,grt_pass1_wl,4570,microns
global_route,met1_usage,0.0667,
setup_path,ff2ff_path_depth,4,
setup_path,crit_arrival,0.77,ns
sta,tightest_slew,0.165,ns
sta,min_period,0.967,ns
power,p_per_area,1140,nW/um^2
sta,rsz0062_at_grt,"yes",
setup_path,critical_path_peak_fanout,2,
sta,hold_viol,0,
synthesis,syn_avg_cell_area,11.5,sq um
global_route,grt_max_degree,18,
synthesis,yosysWarnings,1,
final_layout,top_register,"register",
routing,drtIter0Drc,31,
clock_tree,clock-sinks,17,
routing,wirelength,2960,microns
synthesis,ys_area,885,sq um
setup_path,worstPathCellList,"buf_2",
flow_run,max_cap_violations,0,
final_layout,fin_area,1500,sq um
setup_path,critical-path-top-delay-family,"flip-flops",
sta,maxSlewHeadroom,0.887,
synthesis,ys.flops,17,
synthesis,syn_inst,77,
final_layout,lay_top_count,"mux2i_1",
routing,drt_first_pass_iters,4,
setup_path,cp_num_buf_inv,1,
final_layout,finalNonFillerCells,235,
sta,fin_crit_sh,0.967,
final_layout,lay_top_cells,"mux2i_1, clkdlybuf4s50_1, buf_2, buf_4, dfrtp_1",
power,ir_worst_vdd,0.535,mV
placement,gp_congestion,0.739,
global_route,top_usage_layer,"met2",
routing,postRouteAntennaNets,0,
placement,io_buffers,38,
synthesis,synth.distinct_cells,15,
placement,dp_cells,230,
setup_path,r2r-start,"register[7]",
sta,clock_skew,0.00412,ns
min_path,hold_path.class,"input port to asynchronous set/reset pin",
sta,maxSlewViolCount,0,
clock_tree,clock_path_buffers,2,
synthesis,synthesis.area,885,sq um
clock_tree,cts_inserted_buffers,3,
clock_tree,cts-root-buf,"clkbuf_8",
routing,wl_per_cell,12.6,microns
final_layout,area.growth.synth_to_final,69.9,%
floorplanning,fp.dieH,110,microns
sta,fmax,1.03,GHz
setup_path,end_kind,"output port",
routing,drc_errors,0,
synthesis,yosysSeqAreaShare,0.481,
floorplanning,die_w,110,microns
setup_path,cpPeakStageDelay,0.39,ns
routing,avgViaCountPerCell,3.30,
global_route,grt_pass1_vias,801,
clock_tree,clock_latency,0.25,ns
synthesis,ys_cells,77,
floorplanning,core,7810,sq um
setup_path,crit_slowest_cell,"dfrtp_1",
==> layer usage <==
metal | wire, microns | vias to the layer above
li1 | - | 390
met1 | 1260 | 353
met2 | 1240 | 30
met3 | 444 | 2
met4 | 13 | 0
met5 | 0 | -
==> Yosys cell counts <==
| library cell | n | share of area |
|---|---|---|
| a211oi_1 | 1 | 0.0085 |
| or2_1 | 1 | 0.0071 |
| nor2_1 | 1 | 0.0042 |
| nor3_1 | 1 | 0.0057 |
| buf_6 | 4 | 0.051 |
| buf_2 | 1 | 0.0057 |
| mux2i_1 | 25 | 0.28 |
| dfrtp_1 | 17 | 0.48 |
| o22ai_1 | 8 | 0.057 |
| a21o_1 | 1 | 0.0085 |
| buf_4 | 1 | 0.0085 |
| nand2b_1 | 1 | 0.0071 |
| o21ai_0 | 7 | 0.040 |
| nand2_1 | 7 | 0.030 |
| clkbuf_1 | 1 | 0.0042 |
==> area by class of cell <==
type,instances,area (sq um)
Timing Repair Buffer,59,504
Clock buffer,4,45.0
Fill cell,876,6300
Multi-Input combinational cell,53,400
Sequential cell,17,425
Tap cell,102,128
==> worst register-to-register path, stage by stage (launching register included) <==
cell	delay, ns
dfrtp_1	0.38
buf_4	0.14
nor2_1	0.09
a211oi_1	0.06
a21o_1	0.16
==> how the worst max path moves through the flow <==
stage       startpoint  slack (ns)           end  cells after the start
4_1_cts    register[8]        0.02   register[8]                      1
5_1_grt   register[12]      -0.009  register[12]                      1
6_report  register[14]        0.03  register[14]                      1
==> cell families (layout without fill, tap and decap cells) <==
kind of cell           after synthesis  count (layout)  share of synthesized area
AND/OR/NAND/NOR                     11              11                     0.0538
multiplexers                        25              25                      0.283
flip-flops                          17              17                      0.481
AND-OR/OR-AND                       17              17                      0.113
buffers and inverters                7              63                     0.0693
==> timing repair <==
| action | in CTS | in global routing |
|---|---|---|
| pin swaps | 1 | 1 |
| setup buffers | 2 | 0 |
| gates cloned | 1 | 0 |
| endpoints found under the setup margin | 33 | 16 |
| resized | 62 | 1 |
==> per-stage QoR <==
stage | worst slack [ns] | power [uW] | util | hold slack (ns) | setup TNS, ns
global route | -0.00868 | 1830 | 0.192 | 0.307 | -0.0209
detailed placement | -0.383 | 1270 | 0.193 | 0.557 | -6.28
finish | 0.0334 | 1710 | 0.192 | 0.290 | 0
floorplan | 0.0995 | 936 | - | -0.0956 | 0
CTS | 0.0192 | 1760 | 0.193 | 0.290 | 0
global placement | -0.391 | 1270 | 0.193 | 0.549 | -6.19
==> power by group <==
| part | internal (uW) | switching, uW | total [uW] |
|---|---|---|---|
| Combinational | 278 | 163 | 441 |
| Clock | 282 | 219 | 501 |
| Sequential | 744 | 28.7 | 772 |
| Total | 1300 | 411 | 1710 |
Power figures rest on the tool's default switching activity, not on a simulated workload.
